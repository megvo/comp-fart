### /design/flow/config.mk
export PLATFORM = sky130hd
export DESIGN_NAME = aludec
export DESIGN_NICKNAME = aludec
export VERILOG_FILES = /design/flow/design.v
export SDC_FILE = /design/flow/constraint.sdc
export NUM_CORES = 4
export LEC_CHECK = 1
export CORE_AREA = 10 10 70 70
export DIE_AREA = 0 0 80 80
### /design/flow/constraint.sdc
current_design aludec

set clk_period 2.0
set clk_io_pct 0.2

create_clock -name clk0 -period $clk_period

set non_clock_inputs [all_inputs -no_clocks]
set_input_delay [expr $clk_period * $clk_io_pct] -clock clk0 $non_clock_inputs
set_output_delay [expr $clk_period * $clk_io_pct] -clock clk0 [all_outputs]
### /design/flow/design.v
`timescale 1ns/100ps
module aludec #(
    parameter n = 32
)(
    input  logic [5:0] funct,
    input  logic [1:0] aluop,
    output logic [2:0] alucontrol
);
    always @* begin
        case (aluop)
            2'b00: alucontrol <= 3'b010;   
            2'b01: alucontrol <= 3'b110;   
            2'b11: alucontrol <= 3'b101;   
            default: begin
                case (funct)
                    6'b000011: alucontrol <= 3'b010;   
                    6'b000100: alucontrol <= 3'b110;   
                    6'b000000: alucontrol <= 3'b000;   
                    6'b000001: alucontrol <= 3'b001;   
                    6'b001100: alucontrol <= 3'b111;   
                    6'b001001: alucontrol <= 3'b011;   
                    6'b000010: alucontrol <= 3'b100;   
                    default: alucontrol <= 3'bxxx;   
                endcase
            end
        endcase
    end
endmodule
### /design/flow/run.sh
#!/bin/bash
# OpenROAD 26Q1-2900-gdf79404cd8, Yosys 0.63+post, stock flow scripts
make -C /OpenROAD-flow-scripts/flow DESIGN_CONFIG=/design/flow/config.mk WORK_HOME=/design/flow/orfs finish
==> Changelog: implementation <==
### Physical design

* Run status: complete, no violations
* Critical path endpoint category: output pin
* Filler Cell Count at 413
* Count of tool warnings at 32
* Area enclosed by the die boundary at ~6400 µm²
* Antenna violations before repair at 0
* Setup repair after global routing missed its margin: no
* Final Power at 0.0000395 W
* Total congestion overflow after global routing at 0
* Crit path kind: in -> out
* Cells traversed along the worst timing path: dlygate4sd2_1 > or4_4 > a21oi_2 > o21ai_1 > clkdlybuf4s15_1
* DR DRC count at 0
* Transition time at the pin with the least slew margin at 255 ps
* Via count of the first global-routing pass at ~190
* Total Neg Setup Slack at 0 ps
* Portion of the clock cycle consumed by the worst path in the final layout at 0.977
* Arrival time of data at the critical path endpoint at between 1500 and 2000 ps
* Shortest period the worst path allows at roughly 2000 ps
* Clock buffer instance count of the final layout at 0
* Pin count of the biggest net entering global routing at 6
* Sequential cell area at 0 µm²
* Post-CTS repair timing setup buffer count at 0
* Share of the core filled with cells in the final layout at 0.0850
* Static leakage at 0.102 nW
* Io pins at 11
* Core Footprint at 3420 µm²
* Total vias in the final route at 147
* Length of the first detailed-routing pass in iterations at 3
* Share of the core filled by cells before placement at 0.0231
* Count of endpoints failing hold in the final timing report at 0
* DP Wirelength at roughly 540 µm
* Vias per cell at approximately 2.0
* Per-cell routed wire length at 8.79 µm
* Overall fraction of global-route tracks in use at 0.0199
* Last weighted congestion value of the routability-driven placer at about 0.69
* Hold path startpoint: funct[0]
* Slowest cell on the critical path: sky130_fd_sc_hd__or4_4
* Cts hold-fix bufs at 0
* Share of the yosys chip area belonging to registers at 0
* Crit path required time at between 1500 and 2000 ps
* Cell type contributing the most total cell area after synthesis: sky130_fd_sc_hd__mux2_2
* Area growth, synth to finish at 268%
* Top cells by area, synth: sky130_fd_sc_hd__mux2_2 (14%), sky130_fd_sc_hd__a2111oi_0 (11%), sky130_fd_sc_hd__nor4b_1 (11%)
* Number of input and output port buffers inserted at 11
* Number of warnings reported in the yosys synthesis log at 1
* First-pass GRT wire length at a little under 1000 µm
* Post-synthesis chip area from yosys at 78.8 µm²
* Avg Inst Size Synth at 7.17 µm²
* Post-Synthesis Cell Area at 78.8 µm²
* Yosys cell types at 11
* Crit-path max cell delay at 530 ps
* Launching element type of the critical path: input port
* Maximum frequency from static timing analysis at 512 MHz
* Cell area power density at 136 nW/µm²
* Final slew viol count at 0
* Top area contributor share at 0.143
* Final setup violation count at 0
* Cell Rows at 21
* Sequential cell count of the final layout at 0
* Vertical die dimension at about 80 µm
* Largest fanout of any net on the critical path at 2
* Yosys cell count at 11
* Classification of the worst-slack hold path: in -> out
* Worst max-slew margin expressed relative to the limit at 0.830
* Antenna fix cells at 0
* Cells after synthesis at 11
* Post-DRT Antenna Nets at 0
* Detailed Route Iter0 Violations at 2
* Number of max-cap violations at 0
* Die boundary width at 80 µm
* Maximum vdd drop at around 0.040 mV
* Fraction of layout instances using a drive strength above 1 at 0.385
* Wire length reported by the detailed router at 633 µm
* Source of the critical timing path: funct[4]
-- layout make-up --
| class | count | area (µm²) | share of cell area |
|---|---|---|---|
| timing repair buffer | 15 | 134 | 0.461 |
| multi-input combinational | 11 | 98.8 | 0.341 |
| tap | 46 | 57.6 | 0.198 |
-- per-stage QoR --
stage	setup slack (ps)	hold WS [ps]	instances	area, µm²
after floorplan	537	823	11	78.8
after global placement	-454	1830	72	277
after detailed placement	-457	1840	72	277
after CTS	39.2	1470	72	287
after global routing	0.475	1500	72	290
final	47.0	1470	72	290
-- power by group --
part | internal (W) | switching (W)
Clock | 0 | 0
Combinational | 0.0000251 | 0.0000144
Sequential | 0 | 0
-- cell families after synthesis --
family	count (synthesis)	share of synthesized area
simple gates	5	0.429
compound gates	5	0.429
mux	1	0.143
-- placed cells by master, fill, tap and decap left out --
cell type and count:
sky130_fd_sc_hd__buf_4 4, sky130_fd_sc_hd__nand2b_1 1, sky130_fd_sc_hd__a21oi_2 1, sky130_fd_sc_hd__dlygate4sd2_1 6
sky130_fd_sc_hd__o21a_1 1, sky130_fd_sc_hd__o21ai_1 1, sky130_fd_sc_hd__mux2_2 1, sky130_fd_sc_hd__nor4b_2 1
sky130_fd_sc_hd__clkdlybuf4s50_1 2, sky130_fd_sc_hd__or4_4 1, sky130_fd_sc_hd__clkdlybuf4s15_1 2, sky130_fd_sc_hd__a21o_1 1
sky130_fd_sc_hd__a2111oi_2 1, sky130_fd_sc_hd__clkdlybuf4s15_2 1, sky130_fd_sc_hd__nor2_1 1, sky130_fd_sc_hd__nand3b_1 1
-- metal layers --
| layer | GRT usage | vias up | wire [µm] |
|---|---|---|---|
| met2 | 0.0233 | 9 | 164 |
| met4 | 0 | 0 | 0 |
| met1 | 0.0323 | 62 | 385 |
| li1 | - | 76 | - |
| met3 | 0.00909 | 0 | 83 |
| met5 | 0 | - | 0 |
-- what timing repair did --
| action | in CTS | in global routing |
|---|---|---|
| endpoints found under the setup margin | 3 | 1 |
| gates resized | 17 | 1 |
| pin swaps | 4 | 0 |
-- final timing paths --
kind / endpoint / slack (ps) / cells after the start
min: alucontrol[1] / 1470 / 5
max: alucontrol[1] / 50 / 5
-- worst max-delay path, delay by kind of cell --
family                 cells  cell delay, ps
buffers and inverters      2             440
AND/OR/NAND/NOR            1             530
AND-OR/OR-AND              2             190
Power figures rest on the tool's default switching activity, not on a simulated workload.
